<file path="flow/design.v">
module clock_divider_to_1Hz (clk, f_out);
input clk;
output f_out;
parameter max_count2 = 25_000_000;
reg [21:0] counter;
always @(posedge clk) begin
    if (counter == 0)
        counter <= max_count2 - 1;
    else
        counter <= counter - 1;
end
reg f_out;
always @(posedge clk) begin
    if (counter == 0)
        f_out <= ~f_out;
end
endmodule
</file>
<file path="flow/run.sh">
#!/bin/bash
# OpenROAD 26Q1-2900-gdf79404cd8, Yosys 0.63+post, stock flow scripts
make -C /OpenROAD-flow-scripts/flow DESIGN_CONFIG=/design/flow/config.mk WORK_HOME=/design/flow/orfs finish
</file>
<file path="flow/config.mk">
export PLATFORM = sky130hd
export DESIGN_NAME = clock_divider_to_1Hz
export DESIGN_NICKNAME = clock_divider_to_1Hz
export VERILOG_FILES = /design/flow/design.v
export SDC_FILE = /design/flow/constraint.sdc
export NUM_CORES = 4
export LEC_CHECK = 1
export CORE_AREA = 10 10 100 100
export DIE_AREA = 0 0 110 110
</file>
<file path="flow/constraint.sdc">
current_design clock_divider_to_1Hz

set clk_period 8.3
set clk_io_pct 0.2

create_clock -name clk0 -period $clk_period [get_ports {clk}]

set non_clock_inputs [all_inputs -no_clocks]
set_input_delay [expr $clk_period * $clk_io_pct] -clock clk0 $non_clock_inputs
set_output_delay [expr $clk_period * $clk_io_pct] -clock clk0 [all_outputs]
</file>
==> Slide: Implementation Results <==
Key Metrics from the Run

Cells and area
  • Most frequent logic cell in the layout: dfxtp_1
  • Top library cells by usage in the layout, fill and taps aside: dfxtp_1 (22), nand2_1 (14), nor2_1 (13)
  • Post-route standard cell area excluding fillers: 1187 sq um
  • Filler cell count: 866
  • P&R area growth vs syn: 17.74%
  • Fraction of final layout cells with drive strength greater than 1: 9.009%

Global route
  • First-pass GRT wire length: 3.001 mm
  • Overall Global Routing Usage: 2.872%
  • Vias in the first global route: 685
  • Pin count of the biggest net entering global routing: 14
  • Gr ovfl total: 0
  • Antenna violations before repair: 0

Drt
  • Initial drt markers: 75
  • Via density per instance: 3.404
  • Wirelength per Cell: 7.568 microns
  • Remaining antenna violation count: 0
  • Count of unresolved DRC violations after routing: 0
  • Total wirelength of the detailed-routed design: 1.612 mm
  • Vias: 725
  • Count of inserted antenna diode cells: 0
  • First drt pass iteration count: 5

CTS
  • Number of levels the H-tree was split into: 1
  • Clock buffer depth: 2
  • Clock transition at path regs: 0.08 ns
  • Source-to-sink clock delay at the later pin of the worst-skew pair: 0.26 ns
  • Clock tree from TritonCTS: yes
  • Post_cts resized: 0
  • Clk root buf: clkbuf_8
  • Post-CTS Hold Fix Bufs: 0
  • Post-CTS setup buffer count: 0
  • TritonCTS Sinks: 23
  • Clock buffers created by TritonCTS: 3

Synthesis
  • Area of the mapped netlist: 1008 sq um
  • #FFs+latches synth: 23
  • Avg Synthesized Cell Area: 9.425 sq um
  • Count of instantiated cells in the yosys netlist: 107
  • Number of flops mapped to enable cells by yosys: 1
  • Instance count of the mapped netlist: 107
  • Yosys warns: 1
  • Top_reg_cell synth: dfxtp_1
  • Post-synth seq share: 46.65%
  • Synthesis area per yosys: 1008 sq um
  • Fraction of registers with async set/reset: 0%
  • Synth cell types: 27

Pwr
  • Power dissipated by switching net loads: 33.03 uW
  • Total power density per cell area: 149.3 nW/um^2
  • Static power due to leakage: 0.0004591 uW
  • Net Sw Frac: 18.62%
  • Register share of total power: 62.5%
  • Clk network pwr share: 37.5%
  • Gate power share: 0%
  • Maximum resistive drop on vdd: 0.08367 mV
  • Internal Dissipation: 144.3 uW

Floorplanning
  • Boundary Pins: 2
  • Starting Density: 12.92%
  • Core area: 7807 sq um
  • Die width: 110 microns
  • Total die size: 12100 sq um
  • Height of the die: 110 microns
  • Floorplan row count: 32

Critical path
  • Flop2flop setup slack: 6.35 ns
  • Critical path startpoint category: flip-flop
  • WS Path Type: reg2out
  • Critical path fanouts, max: 2
  • R2R Path Start: counter[9]$_SDFF_PN0_
  • Slowest CP cell: clkdlybuf4s50_1
  • Number of cells traversed by the worst register-to-register path: 4
  • Worst reg2reg endpoint: counter[9]$_SDFF_PN0_
  • Worst stage delay on the critical path: 0.46 ns
  • Sequence of cells on the critical path: clkdlybuf4s50_1
  • Critical path required time: 6.64 ns
  • Count of buffer and inverter cells on the critical path: 1
  • Kind of end point of the critical path: output pin
  • Cell family with the largest share of critical-path delay: buffers and inverters
  • Worst EP arrival: 1.07 ns

STA
  • Final Hold Violating Endpoints: 0
  • Fmax: 366.1 MHz
  • Fin crit share: 32.91%
  • Period minus WS final: 2.731 ns
  • Slew at the pin closest to its max-slew limit: 0.6932 ns
  • Final Max Tran Viols: 0
  • Total negative slack: 0 ns
  • RSZ-0062 raised after global routing: false
  • Slew HR: 53.66%
  • Final Skew: 0.009704 ns
  • Final setup vio count: 0

Job
  • Tool warning count: 25
  • Max-capacitance violation count: 0

Worst hold path
  • Hold Path End: counter[0]$_SDFF_PN1_
  • Startpoint of the worst hold path: counter[0]$_SDFF_PN1_
  • Worst hold path type: reg2reg
  • Hold Path Stages: 1

Place
  • Post-placement cell area: 1141 sq um
  • Gp weighted congestion: 0.8073
  • HPWL after detailed placement: 1.172 mm
  • Count of input and output buffers: 1

Run status
  • Outcome: complete, no violations
[synth_stat cells, types with 2 or more instances]
cell       n  share of area, %
nor2_1    13               4.8
or4_1      3               2.2
xnor2_1    3               2.6
nor4_1     3               1.9
nand3_1    5               2.5
dfxtp_1   22                44
nand2_1   14               5.2
a21oi_1    3               1.5
xor2_1    10               8.7
or3_1      3               1.9
nor4b_2    2               3.0
nor3_1     4               2.0
nand4b_1   2               1.7
o31ai_1    2               1.5
o21ai_0    4               2.0
inv_1      3               1.1
[flip-flops by register name, indices dropped and copies added, names as in the netlist]
register / count
f_out: 1
counter: 22
[power by group through the flow]
stage,combinational (uW),clock [uW],sequential (uW)
5_1_grt,0.000245,73.7,111
6_report,0.000245,66.4,111
4_1_cts,0.000245,69.4,111
[per-layer routing]
metal	up-vias	part of all wire [%]	GRT usage (%)
met5	-	0	0
met4	0	1.6	0.3717
met3	2	2.4	0.4700
met2	11	43	4.742
met1	326	53	3.970
li1	386	-	-
[final cells by class]
class                           instances  area, sq um  share of cell area, %
Clock buffer                            3        41.29                  3.477
Inverter                                3        11.26                 0.9484
Clock inverter                          1        5.005                 0.4215
Timing Repair Buffer                    1        10.01                 0.8430
Tap cell                              102        127.6                  10.75
Multi-Input combinational cell         80        521.8                  43.94
Sequential cell                        23        470.5                  39.62
[kinds of logic after synthesis]
family | Yosys count | synth area share [%]
simple gates | 56 | 33.38
flops | 23 | 46.65
buf+inv | 4 | 1.612
compound gates | 10 | 5.831
xor+xnor | 13 | 11.29
fa+ha+maj | 1 | 1.240
[worst max path at each step]
stage,start,to,slack [ns],depth (start not counted)
6_report,f_out$_DFFE_PN_,f_out,5.57,1
5_1_grt,f_out$_DFFE_PN_,f_out,5.51,1
4_1_cts,f_out$_DFFE_PN_,f_out,5.55,1
[per-stage QoR]
step / setup slack [ns] / hold slack [ns] / util (%) / power (uW) / std cells
2_1_floorplan: 6.311 / 0.3968 / - / 113.5 / 107
3_3_place_gp: 5.850 / 0.4235 / 14.62 / 113.5 / 209
3_5_place_dp: 5.846 / 0.4230 / 14.62 / 113.5 / 209
4_1_cts: 5.548 / 0.4404 / 15.21 / 180.3 / 213
5_1_grt: 5.512 / 0.4679 / 15.21 / 184.6 / 213
6_report: 5.569 / 0.4370 / 15.21 / 177.3 / 213
Power is estimated from default activity; no workload was simulated.
