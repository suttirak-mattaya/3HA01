$ cat /design/flow/run.sh
#!/bin/bash
# OpenROAD 26Q1-2900-gdf79404cd8, Yosys 0.63+post, stock flow scripts
make -C /OpenROAD-flow-scripts/flow DESIGN_CONFIG=/design/flow/config.mk WORK_HOME=/design/flow/orfs finish
$ cat /design/flow/config.mk
export PLATFORM = sky130hd
export DESIGN_NAME = top
export DESIGN_NICKNAME = top
export VERILOG_FILES = /design/flow/design.v
export SDC_FILE = /design/flow/constraint.sdc
export NUM_CORES = 4
export LEC_CHECK = 1
export CORE_AREA = 10 10 70 70
export DIE_AREA = 0 0 80 80
$ cat /design/flow/constraint.sdc
current_design top

set clk_period 1.6
set clk_io_pct 0.2

create_clock -name clk0 -period $clk_period [get_ports {clk}]

set non_clock_inputs [all_inputs -no_clocks]
set_input_delay [expr $clk_period * $clk_io_pct] -clock clk0 $non_clock_inputs
set_output_delay [expr $clk_period * $clk_io_pct] -clock clk0 [all_outputs]
$ cat /design/flow/design.v
module counter (
    input clk,
    input rst,
    output [3:0] Q
);
reg [3:0] tmp;
always @(posedge clk or negedge rst) begin
    if (rst == 0)
        tmp <= 0;
    else
        tmp  <= tmp + 1;
end
assign Q = tmp;
endmodule
module segment (
    input [3:0] bcd,
    output [7:0] seg,
    output digit
);
reg [7:0] tmp;
always @(*) begin
    case (bcd)
      4'b0000: tmp <= 8'b0011_1111;				 
      4'b0001: tmp <= 8'b0000_0110;				 
      4'b0010: tmp <= 8'b0101_1011;				 
      4'b0011: tmp <= 8'b0100_1111;				 
      4'b0100: tmp <= 8'b0110_0110;				 
      4'b0101: tmp <= 8'b0110_1101;				 
      4'b0110: tmp <= 8'b0111_1101;				 
      4'b0111: tmp <= 8'b0000_0111;				 
      4'b1000: tmp <= 8'b0111_1111;				 
      4'b1001: tmp <= 8'b0110_1111;				 
    default: tmp <= 8'b0100_0000;
    endcase
end
assign digit = 1;
assign seg = tmp;
endmodule
module top (
    input clk,
    input rst,
    output [7:0] seg,
    output digit
);
wire [3:0] q_bcd;
counter u1(clk, rst, q_bcd);
segment u2(q_bcd, seg, digit);
endmodule
==> GITHUB_STEP_SUMMARY <==
### Yosys + OpenROAD results

| Metric | Value |
|---|---|
| Outcome | `finished with violations` |
| Failing checks | `setup timing` |
| Root Buffer | `clkbuf_4` |
| Syn. warnings | `2` |
| Distinct cells, synth | `22` |
| Log Warnings | `33` |
| Final setup vio count | `6` |
| Worst Path Arrival | `1460 ps` |
| Via count | `349` |
| Core area | `0.00342 mm²` |
| Largest net degree at the start of global routing | `12` |
| Critical Path Fanout Max | `3` |
| Placed cells | `100` |
| Tmin final | `1780 ps` |
| Chip width | `80 µm` |
| Pwr dens | `307 mW/mm²` |
| YS chip area | `384 µm²` |
| Initial Utilization | `11.2%` |
| # Cells Yosys | `41` |
| CP required | `1280 ps` |
| Die height | `80 µm` |
| DR iter-0 viols | `2` |
| Drt total wl | `961 µm` |
| HP Class | `in -> async` |
| Cell Int Power | `188 µW` |
| Share of post-route cells with drive strength above 1 | `73.1%` |
| Number of max-cap violations | `0` |
| Clock tree buffer depth | `2` |
| First-pass GRT wire length | `1680 µm` |
| Max H-tree Level | `1` |
| Gate Count Post-Synth | `41` |
| # fillers | `379` |
| Count of antenna-violating nets left after detailed routing | `0` |
| Overflow after GRT | `0` |
| VDD IR-drop max | `0.000282 V` |
| Mapped Avg Cell Area | `9.37 µm²` |
| Sw frac | `17.1%` |
| Hold buffers post-CTS | `0` |
| Core Util, Final | `21.6%` |
| Largest register by flop count | `u1.tmp` |
| CTS sink cnt | `4` |
| Top Registers | `u1.tmp (4)` |
| Tot Pwr | `226 µW` |
| Reg power frac | `45.0%` |
| Top-level port count | `11` |
| Vias in the first global route | `391` |
| Die ar. | `0.00640 mm²` |
| Leak Pwr | `0.000328 µW` |
| # diodes | `0` |
| Drt wl/cell | `8.50 µm` |
| Initial antenna violation count | `0` |
| Slew Limit Fails | `0` |
| Worst setup margin | `-185 ps` |
| RePlAce Congestion | `0.794` |
| Post-DP HPWL | `693 µm` |
| Startpoint Class | `register` |
| Synth flops | `4` |
| Worst-skew pair later-pin latency | `230 ps` |
| Max reg flops | `4` |
| Finished Layout Cells | `113` |
| Most common logic cells in the final layout | `11 x buf_4, 8 x buf_6, 7 x buf_2` |
| Clk pin slew, worst setup/hold paths | `40 ps` |
| Cell Area, Synth | `384 µm²` |
| Fmax | `560 MHz` |
| Clk_skew | `2.61 ps` |
| Gr usage total | `3.22%` |
| Most frequent logic cell in the layout | `buf_4` |
| First-pass detailed-route iteration total | `2` |
| Seq share, synth | `26.1%` |
| CTS tree | `built` |
| Clock power share | `53.1%` |
| Switching Power | `38.6 µW` |
| # rows | `21` |
| Num CTS Buffers | `3` |
| Tcrit/Tclk final | `112%` |
| Area Growth Syn to Fin | `91.9%` |
| Worst Setup End Kind | `output pin` |
| Vias per cell | `3.09` |
| Drt drc | `0` |
| Buffers on Ports | `8` |
| WS Path Type | `reg -> out` |
| Unrepaired setup endpoints after global routing | `yes` |
| Final hold violations | `0` |
| Comb power frac | `1.9%` |
## layout make-up
cell class | instances | area, µm² | area share, %
clock buffers | 3 | 22.5 | 3.06
inverters | 5 | 18.8 | 2.55
multi-input cells | 28 | 320 | 43.5
flip-flops and latches | 4 | 100 | 13.6
well taps | 46 | 57.6 | 7.81
repair buffers | 27 | 218 | 29.5
## worst paths after layout
| path | end | slack [ps] | startpoint | cells past startpoint |
|---|---|---|---|---|
| worst min-delay path | u1.tmp[3]$_DFF_PN0_ | 290 | rst | 1 |
| max in group asynchronous | u1.tmp[0]$_DFF_PN0_ | 1140 | rst | 1 |
| min in group clk0 | u1.tmp[2]$_DFF_PN0_ | 650 | u1.tmp[2]$_DFF_PN0_ | 2 |
| worst max register to register | u1.tmp[2]$_DFF_PN0_ | 380 | u1.tmp[1]$_DFF_PN0_ | 5 |
| worst max-delay path | seg[5] | -180 | u1.tmp[0]$_DFF_PN0_ | 6 |
| worst min register to register | u1.tmp[2]$_DFF_PN0_ | 650 | u1.tmp[2]$_DFF_PN0_ | 2 |
## critical path, cell delays in order (launching register included)
cell	delay, ps
dfrtp_1	390
inv_2	70
buf_6	120
ha_4	140
and2b_2	180
o31a_1	230
buf_2	110
## cell usage after synthesis, drive strengths merged
master,instances,area (µm²)
inv,5,18.8
nor2,1,3.75
a21o,2,17.5
and2b,1,8.76
or2,1,6.26
o31a,1,8.76
nand2,1,3.75
conb,2,7.51
ha,7,87.6
xnor2,1,8.76
nand3,1,5.00
nand2b,1,6.26
o22ai,3,18.8
buf,4,31.3
a22oi,1,7.51
dfrtp,4,100
xor2,1,8.76
o21ai,2,10.0
mux2,1,11.3
nor2b,1,13.8
## per-stage QoR
| step | area, µm² | setup slack [ps] | hold WS (ps) | TNS [ps] |
|---|---|---|---|---|
| final | 737 | -185 | 294 | -680 |
| after global routing | 737 | -264 | 285 | -1230 |
| after CTS | 709 | -186 | 291 | -597 |
| after detailed placement | 558 | -241 | 541 | -1340 |
| after global placement | 558 | -233 | 541 | -1340 |
| after floorplan | 384 | 108 | 24.4 | 0 |
## cells by family after synthesis
| kind of cell | after synthesis | synth area share, % |
|---|---|---|
| flops | 4 | 26.1 |
| simple gates | 7 | 12.4 |
| mux | 1 | 2.93 |
| xor+xnor | 2 | 4.56 |
| buf+inv | 9 | 13.0 |
| compound gates | 9 | 16.3 |
| other cells | 2 | 1.96 |
| fa+ha+maj | 7 | 22.8 |
## power groups by stage
stage | clock (µW) | sequential, µW | combinational, µW
6_report | 120 | 102 | 4.29
5_1_grt | 142 | 102 | 4.87
4_1_cts | 126 | 102 | 4.65
## layer usage
layer  part of all wire (%)  track usage (%)
met5                      0                0
met4                   0.83            0.352
met3                    8.6             1.93
met2                     45             5.22
met1                     45             3.67
## timing repair
item                       in CTS  in global routing
pin swaps                       6                  5
setup endpoints to repair       7                  7
buffers inserted                9                  1
resized                        43                  7
Power is estimated from default activity; no workload was simulated.
